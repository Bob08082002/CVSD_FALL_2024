==> design.v <==
module FPU_cmp(less_than_flag, operand_A, operand_B); 
input [31:0]operand_A;
input [31:0]operand_B;
output reg less_than_flag;  
wire [31:0]operand_A_unsign_zero, operand_B_unsign_zero;
assign operand_A_unsign_zero = (operand_A[30:0] == 31'b0)? 32'b0 : operand_A;  
assign operand_B_unsign_zero = (operand_B[30:0] == 31'b0)? 32'b0 : operand_B;
wire Is_A_Subnorm = (operand_A[30:23] == 8'b0 && operand_A[22:0] != 23'b0);
wire Is_B_Subnorm = (operand_B[30:23] == 8'b0 && operand_B[22:0] != 23'b0);
wire [7:0] exp_A = (Is_A_Subnorm)?  8'd1 :operand_A[30:23];  
wire [7:0] exp_B = (Is_B_Subnorm)?  8'd1 :operand_B[30:23];
wire [23:0]unsign_mantissa_A = (Is_A_Subnorm || operand_A_unsign_zero == 32'b0)? {1'b0, operand_A[22:0]} : {1'b1,operand_A[22:0]}; 
wire [23:0]unsign_mantissa_B = (Is_B_Subnorm || operand_B_unsign_zero == 32'b0)? {1'b0, operand_B[22:0]} : {1'b1,operand_B[22:0]}; 
always@(*)begin
	less_than_flag = 1'b0;  
	if(operand_A_unsign_zero[31] == 1'b1 && operand_B_unsign_zero[31] == 1'b0)begin  
		less_than_flag = 1'b1;
	end
	else if(operand_A_unsign_zero[31] == 1'b0 && operand_B_unsign_zero[31] == 1'b1)begin  
		less_than_flag = 1'b0;
	end
	else begin  
		if(exp_A < exp_B)begin  
			less_than_flag = !operand_A_unsign_zero[31];
		end
		else if(exp_A > exp_B)begin  
			less_than_flag = operand_A_unsign_zero[31];
		end
		else begin  
			if(unsign_mantissa_A < unsign_mantissa_B)begin  
				less_than_flag = !operand_A_unsign_zero[31];
			end
			else if(unsign_mantissa_A > unsign_mantissa_B)begin  
				less_than_flag = operand_A_unsign_zero[31];
			end
			else begin  
				less_than_flag = 1'b0;
			end
		end
	end
end
endmodule
==> run.sh <==
#!/bin/bash
# OpenROAD 26Q1-2900-gdf79404cd8, Yosys 0.63+post, stock flow scripts
make -C /OpenROAD-flow-scripts/flow DESIGN_CONFIG=/design/flow/config.mk WORK_HOME=/design/flow/orfs finish
==> config.mk <==
export PLATFORM = sky130hd
export DESIGN_NAME = FPU_cmp
export DESIGN_NICKNAME = FPU_cmp
export VERILOG_FILES = /design/flow/design.v
export SDC_FILE = /design/flow/constraint.sdc
export NUM_CORES = 4
export LEC_CHECK = 1
export CORE_AREA = 10 10 103 103
export DIE_AREA = 0 0 113 113
==> constraint.sdc <==
current_design FPU_cmp

set clk_period 4.3
set clk_io_pct 0.2

create_clock -name clk0 -period $clk_period

set non_clock_inputs [all_inputs -no_clocks]
set_input_delay [expr $clk_period * $clk_io_pct] -clock clk0 $non_clock_inputs
set_output_delay [expr $clk_period * $clk_io_pct] -clock clk0 [all_outputs]
==> qor.csv <==
stage,metric,value,unit
routing,DR vias/cell,4.02,
final_layout,area grow syn2layout,115,%
floorplan,chip width,113,um
routing,Routed WL,4520,um
floorplan,die height,113,um
synthesis,library cells used by synthesis,27,
floorplan,Core Area,8300,um^2
final_layout,clock buffers,0,
synthesis,Syn Inst Count,157,
synthesis,"FA/HA/MAJ Cells, Area Fraction",0.384,
placed_design,dpl ws,-440,ps
sta,RSZ-0062 raised after global routing,false,
routing,DR WL/cell,12.3,um
synthesis,Top area cell types,"ha_1 38%, inv_1 12%, nor4_1 8.4%, a21oi_1 7.2%, nand4_1 6.0%",
routing,via count,1470,
sta,final setup fails,0,
setup_path,crit path capture type,output pin,
sta,post-layout period usage,0.960,
floorplan,row count,33,
final_layout,share of cells above drive strength 1,0.246,
floorplan,die area,12800,um^2
synthesis,"Avg Cell Area, Syn",6.64,um^2
setup_path,Setup crit start kind,input pin,
pwr,part of the power in the clock network,0,
sta,worst setup margin,172,ps
pwr,Cell Pwr Density,78.2,nW/um^2
min_path,worst min path class,in2out,
global_route,number of global-route vias before repair,1603,
job,# Max-Cap Violations,0,
sta,Final Hold Fails,0,
placed_design,dpl hpwl,4170,um
setup_path,CP peak stage delay,440,ps
final_layout,FF+latch area,0,um^2
pwr,Pint,104,uW
pwr,Leak Pwr,1.06,nW
synthesis,"area leader, netlist",ha_1,
final_layout,flop count,0,
job,tool warning count,32,
setup_path,"Cell Chain, Critical Path",clkdlybuf4s50_1 -> nor4_2 -> nand4_1 -> or2_4 -> a31oi_2 -> ha_2 -> nor2b_1 -> o211ai_1 -> a21oi_2 -> or3_1 -> o211ai_1 -> a21oi_2 -> clkbuf_2,
synthesis,"mux frac, synth",0,
placed_design,DP Cell Count,358,
min_path,HP Start,operand_B[31],
sta,Slew Limit Fails,0,
synthesis,Mapped Area,1040,um^2
routing,Starting DRT DRC Count,28,
synthesis,Dominant cell area share,0.384,
routing,DR pass1 iterations,6,
pwr,sequential fraction of design power,0,
pwr,maximum vdd drop,0.0349,mV
setup_path,worst-path fanout max,3,
pwr,switching share of power,0.404,
setup_path,Worst path slowest cell,clkdlybuf4s50_1,
synthesis,"XOR-XNOR Cells, Area Fraction",0,
synthesis,register share after synthesis,0,
outcome,status,completed,
global_route,GR Overflow Total,0,
pwr,Comb pwr share,1.000,
global_route,GRT Total Usage,0.0696,
setup_path,worst setup path start,operand_A[22],
synthesis,Complex Gates by Area,0.202,
routing,# DRC,0,
sta,Hold Slack,2480,ps
setup_path,critical path class,in2out,
synthesis,yosys warns,1,
synthesis,most common cell in the netlist,inv_1,
synthesis,Basic Gates by Area,0.270,
pwr,P_sw,70.7,uW
sta,maximum clock frequency,242,MHz
cts,post-cts hold buffer count,0,
sta,setup TNS,0,ps
routing,remaining antenna violation count after routing,0,
synthesis,Yosys chip area,1040,um^2
setup_path,Worst EP required,3440,ps
final_layout,Post-Layout Cell Count,366,
placed_design,Final Wtd Congestion,0.848,
floorplan,Initial Util,0.126,
synthesis,ranking of synthesized cells by instance count,"33 x inv_1, 32 x ha_1, 15 x a21oi_1, 14 x nor4_1",
sta,Tmin final,4130,ps
sta,Tightest Pin Transition,367,ps
synthesis,Logic family by area,adder cells,
global_route,first-pass GRT wire length,7550,um
setup_path,Critical Path AT,3270,ps
global_route,largest net degree at the start of global routing,4,
sta,slew margin rel.,0.754,
placed_design,Buffers on Ports,65,
final_layout,Filler Cells Inserted,866,
global_route,initial antenna violation count,1,
floorplan,Top Ports,65,
synthesis,ys cells,157,
-- cell usage in the layout, fill, tap and decap left out, types with 2 or more instances in the layout --
cell / netlist / routed
o21ai_0: 5 / 4
buf_4: 0 / 45
nor4_4: 0 / 2
nor4_2: 0 / 7
ha_1: 32 / 31
nor4_1: 14 / 5
dlymetal6s2s_1: 0 / 4
o211ai_1: 4 / 4
a21oi_2: 0 / 2
inv_1: 33 / 33
dlygate4sd2_1: 0 / 8
a21oi_1: 15 / 13
nor3_1: 5 / 4
nand2_1: 10 / 10
nor2_1: 5 / 5
clkdlybuf4s50_1: 0 / 52
nand4_1: 10 / 10
-- cell families (layout without fill, tap and decap cells) --
family,count (synthesis),count (layout)
compound gates,33,33
fa+ha+maj,32,32
buf+inv,40,143
other cells,0,1
simple gates,52,52
-- power by group through the flow --
| stage | Sequential [mW] | Clock, mW | Combinational (mW) |
|---|---|---|---|
| 4_1_cts | 0 | 0 | 0.173 |
| 5_1_grt | 0 | 0.0000000311 | 0.198 |
| 6_report | 0 | 0.0000000311 | 0.175 |
-- repair_timing --
item | in CTS | in global routing
pin swaps | 10 | 13
endpoints found under the hold margin | 0 | 0
gates resized | 18 | 16
endpoints found under the setup margin | 1 | 1
setup buffers | 5 | 2
-- critical path: cells and delay by family --
| kind | cells | cell delay (ps) |
|---|---|---|
| adders and majority gates | 1 | 180 |
| AOI/OAI and AO/OA | 5 | 640 |
| and+or+nand+nor | 5 | 1060 |
| buffers and inverters | 2 | 540 |
-- stage by stage --
stage	power, mW	util	area (um^2)
floorplan	0.0632	-	1040
global placement	0.171	0.251	2080
detailed placement	0.171	0.251	2080
CTS	0.173	0.261	2160
global route	0.198	0.269	2240
finish	0.175	0.269	2240
-- layer usage --
| layer | GRT usage | routed length [um] | vias up |
|---|---|---|---|
| li1 | - | - | 779 |
| met1 | 0.0976 | 2250 | 653 |
| met2 | 0.114 | 1960 | 38 |
| met3 | 0.0144 | 312 | 0 |
| met4 | 0 | 0 | 0 |
| met5 | 0 | 0 | - |
-- worst paths after layout --
kind  slack (ps)  cells past startpoint        endpoint
min         2480                      5  less_than_flag
max          170                     13  less_than_flag
-- final cells by class --
cell class / count / area (um^2) / share of cell area
well taps: 105 / 131 / 0.0588
diodes: 1 / 2.50 / 0.00112
repair buffers: 110 / 983 / 0.440
multi-input cells: 117 / 995 / 0.445
inverters: 33 / 124 / 0.0554
Power and IR drop assume default switching activity.
